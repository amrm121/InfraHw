==> flow/design.v <==
module PCSourceMux(PCSource, AluS, AluOut, Jump, EPC, mux_out);
input logic [1:0] PCSource;
input logic [31:0] AluS, AluOut, Jump, EPC;
output logic [31:0] mux_out;
always @ (PCSource) begin
case(PCSource)
2'b00:mux_out <= AluS;
2'b01:mux_out <= AluOut;
2'b10:mux_out <= Jump;
2'b11:mux_out <= EPC;
endcase
end
endmodule
==> flow/run.sh <==
#!/bin/bash
# OpenROAD 26Q1-2900-gdf79404cd8, Yosys 0.63+post, stock flow scripts
make -C /OpenROAD-flow-scripts/flow DESIGN_CONFIG=/design/flow/config.mk WORK_HOME=/design/flow/orfs finish
==> flow/config.mk <==
export PLATFORM = sky130hd
export DESIGN_NAME = PCSourceMux
export DESIGN_NICKNAME = PCSourceMux
export VERILOG_FILES = /design/flow/design.v
export SDC_FILE = /design/flow/constraint.sdc
export NUM_CORES = 4
export LEC_CHECK = 1
export CORE_AREA = 10 10 76 76
export DIE_AREA = 0 0 86 86
==> flow/constraint.sdc <==
current_design PCSourceMux

set clk_period 1.1
set clk_io_pct 0.2

create_clock -name clk0 -period $clk_period

set non_clock_inputs [all_inputs -no_clocks]
set_input_delay [expr $clk_period * $clk_io_pct] -clock clk0 $non_clock_inputs
set_output_delay [expr $clk_period * $clk_io_pct] -clock clk0 [all_outputs]
==> results_dict.tcl <==
# flow metrics
set metrics [dict create \
    yosysMostFrequentCell "sky130_fd_sc_hd__mux4_2" \
    design_area_um2 2300 \
    drt.antenna.violating_nets 0 \
    post_synth_num_cell_types 5 \
    post_synth_instance_area_um2 815 \
    largest_area_cell "sky130_fd_sc_hd__mux4_2" \
    total_power_w 0.000762 \
    critical_path_data_required_time_ns 0.88 \
    fraction_of_final_layout_cells_with_drive_strength_greater_than_1_pct 37.9 \
    antenna_found_initial 1 \
    fillers 412 \
    part_of_the_total_power_dissipated_in_sequential_elements_pct 0 \
    synthesis.instances 39 \
    dpl-instance-area_um2 2470 \
    die_outline_width_um 86 \
    status "finished with violations" \
    internal-power_w 0.000569 \
    detailedRoute.firstIterationViolations 27 \
    worst_path_class_setup "input pin to output port" \
    switching_power_share_of_the_total_pct 25.3 \
    layout.area.seq_um2 0 \
    stage_log_warnings 36 \
    finalCritPeriodShare_pct 127 \
    yosys.stat.seqShare_pct 0 \
    finalMaxSlewViolations 0 \
    worstHoldStart "Jump[24]" \
    yosys_warnings 1 \
    ys_top_cells_by_count "sky130_fd_sc_hd__mux4_2, sky130_fd_sc_hd__buf_12, sky130_fd_sc_hd__buf_2, sky130_fd_sc_hd__mux4_1, sky130_fd_sc_hd__buf_6" \
    worst_path_largest_cell_delay_ns 0.50 \
    drcViolationCount 0 \
    chipHeight_um 86 \
    post_synth.cell_area_avg_um2 20.9 \
    timing.final.hold_violations 0 \
    globalplace.congestion 0.888 \
    cts.hold.buffers_added 0 \
    dp.final_hpwl_um 5180 \
    timing.final.ws_setup_ns -0.293 \
    setup_tns_ns -7.07 \
    power.share.combinational_pct 100.0 \
    max_slew.worst_pin.slew_ns 0.128 \
    overflow 0 \
    io_pins 162 \
    worstPathCellList "buf_12 -> buf_12 -> buf_6 -> mux4_2 -> buf_6" \
    power.leakage_nw 1.12 \
    sequential_cell_total 0 \
    area_growth_pct 183 \
    finalSetupViolations 32 \
    place.port_buffers 162 \
    maximum_number_of_pins_on_one_net_before_global_route_repair 17 \
    worstPathArrival_ns 1.17 \
    num-clock-buffers 0 \
    routed-via-count 1186 \
    worst_setup_path_end_kind "output port" \
    rsz0062_at_grt "yes" \
    power.share.clock_pct 0 \
    grt_pass1_vias 1444 \
    vdd_ir_drop_max_v 0.000137 \
    route.final.wire_length_um 5880 \
    detail_route.first_pass.iterations 4 \
    violations "setup timing" \
    hold-path-cell-count 3 \
    synthTopCellsByArea "sky130_fd_sc_hd__mux4_2, sky130_fd_sc_hd__buf_12, sky130_fd_sc_hd__mux4_1, sky130_fd_sc_hd__buf_2, sky130_fd_sc_hd__buf_6" \
    holdCritPathClass "input pin to output port" \
    cpLargestDelayFamily "multiplexers" \
    placeableCoreArea_um2 4120 \
    timing.critical_path.buf_inv 4 \
    logic_area_um2 721 \
    chip_area_um2 7400 \
    synth_chip_area_um2 815 \
    yosysTopAreaCellShare_pct 82.9 \
    post_drt_via_cell_ratio 4.61 \
    critical_path.max_fanout 8 \
    worst_path_max_delay_cell "sky130_fd_sc_hd__mux4_2" \
    grt_util_all_layers_pct 15.6 \
    grt_pass1_wl_um 8780 \
    slew_headroom_pct 91.5 \
    power.density_nw_per_um2 331 \
    period_minus_slack_ns 1.39 \
    route.detailed.wl_per_inst_um 22.9 \
    initCoreUtil_pct 19.8 \
    yosys-stat-cells 39 \
    post-route-util_pct 56.0 \
    worstSetupStartpointType "input pin" \
    cap_viol_max_count 0 \
    min_delay_worst_endpoint "mux_out[24]" \
    num_rows 23 \
    max_freq_ghz 0.718 \
    p_switching_w 0.000193 \
]
[metal layers]
| metal | up-vias | wire length (um) | GRT usage, % |
|---|---|---|---|
| met5 | - | 0 | 0 |
| li1 | 544 | - | - |
| met2 | 86 | 3100 | 27.1 |
| met3 | 2 | 741 | 7.91 |
| met4 | 0 | 7 | 1.05 |
| met1 | 554 | 2020 | 17.5 |
[worst max path at each step]
stage,startpoint,end,slack [ns],cells past startpoint
4_1_cts,PCSource[0],mux_out[9],-0.31,5
5_1_grt,PCSource[0],mux_out[14],-0.33,5
6_report,PCSource[0],mux_out[14],-0.29,5
[worst min-delay path, cell delays in order]
cell and delay, ns:
sky130_fd_sc_hd__dlygate4sd2_1 0.18, sky130_fd_sc_hd__mux4_2 0.21, sky130_fd_sc_hd__buf_2 0.09
[cell families after synthesis]
kind of cell / Yosys count / synth area share [%]
buf+inv: 7 / 10.6
mux: 32 / 89.4
[layout by cell type, fill, tap and decap left out]
master                            n
sky130_fd_sc_hd__buf_2           31
sky130_fd_sc_hd__diode_2          1
sky130_fd_sc_hd__buf_6            4
sky130_fd_sc_hd__buf_4            3
sky130_fd_sc_hd__buf_16           2
sky130_fd_sc_hd__mux4_2          32
sky130_fd_sc_hd__buf_12           6
sky130_fd_sc_hd__dlygate4sd2_1  128
[final cells by class]
| cell class | count | area share [%] |
|---|---|---|
| Antenna cell | 1 | 0.109 |
| Tap cell | 50 | 2.71 |
| Timing Repair Buffer | 174 | 65.9 |
| Multi-Input combinational cell | 32 | 31.3 |
[power groups by stage]
stage / Clock, W / Combinational (W) / Sequential (W)
after global routing: 0.000000000122 / 0.000824 / 0
after CTS: 0 / 0.000786 / 0
final: 0.000000000122 / 0.000762 / 0
[through the flow]
step                cells  hold WS, ns  setup slack [ns]
floorplan              39        0.526           -0.0316
global placement      247         1.47            -0.864
detailed placement    247         1.46            -0.864
CTS                   257        0.926            -0.306
global route          257        0.937            -0.333
finish                257        0.922            -0.293
[what timing repair did]
item	4_1_cts	5_1_grt
gates cloned	3	0
setup endpoints to repair	32	32
buffers inserted	7	0
resized	248	1
