==> /design/flow/design.v <==
module AluAMux(AluSrcA, A, PC, mux_out);
input logic AluSrcA;
input logic [31:0] PC, A;
output logic [31:0] mux_out;
always @ (AluSrcA) begin
case(AluSrcA)
1'b0:mux_out <= PC;
1'b1:mux_out <= A;
endcase
end
endmodule
==> /design/flow/run.sh <==
#!/bin/bash
# OpenROAD 26Q1-2900-gdf79404cd8, Yosys 0.63+post, stock flow scripts
make -C /OpenROAD-flow-scripts/flow DESIGN_CONFIG=/design/flow/config.mk WORK_HOME=/design/flow/orfs finish
==> /design/flow/config.mk <==
export PLATFORM = sky130hd
export DESIGN_NAME = AluAMux
export DESIGN_NICKNAME = AluAMux
export VERILOG_FILES = /design/flow/design.v
export SDC_FILE = /design/flow/constraint.sdc
export NUM_CORES = 4
export LEC_CHECK = 1
export CORE_AREA = 10 10 71 71
export DIE_AREA = 0 0 81 81
==> /design/flow/constraint.sdc <==
current_design AluAMux

set clk_period 1.0
set clk_io_pct 0.2

create_clock -name clk0 -period $clk_period

set non_clock_inputs [all_inputs -no_clocks]
set_input_delay [expr $clk_period * $clk_io_pct] -clock clk0 $non_clock_inputs
set_output_delay [expr $clk_period * $clk_io_pct] -clock clk0 [all_outputs]
==> reports/metrics.json <==
{
  "run_status": {
    "outcome": "finished, violations left",
    "violations": "setup timing"
  },
  "synthesis": {
    "postSynthSeqShare_pct": 0,
    "postSynthCellCount": 36,
    "synthesis.area_um2": 544.3,
    "synth.yosys.num_cells": 36,
    "synth_area_per_cell_um2": 15.12,
    "ys_warnings": 1,
    "ys_types": 4,
    "synth.yosys.chip_area_um2": 544.3
  },
  "timing": {
    "rsz0062_at_grt": "yes",
    "timing.setup.tns_ps": -2193,
    "max_clock_freq_mhz": 924.1,
    "post_route_clock_period_utilization_pct": 108.2,
    "timing.final.max_slew_violations": 0,
    "finalWorstPathRequiredPeriod_ps": 1082,
    "holdWs_ps": 795.9,
    "finalSetupViolCount": 32,
    "setup_slack_ps": -82.19,
    "report.final.hold_viol_count": 0,
    "max-slew-margin-rel_pct": 94.36,
    "worst_pin_slew_ps": 84.57
  },
  "die": {
    "placeableCoreArea_mm2": 0.003633,
    "die_extent_in_x_um": 81,
    "chip_area_mm2": 0.006561,
    "die_height_um": 81,
    "fp-utilization_pct": 14.98,
    "placementRows": 22,
    "io_pins": 97
  },
  "worst_hold_path": {
    "hp-class": "in2out"
  },
  "placed_design": {
    "place_congestion": 0.8561,
    "placedInstanceArea_mm2": 0.001559,
    "place.port_buffers": 97,
    "dpl.hpwl_um": 2539
  },
  "grt": {
    "globalRouteTotalUtil_pct": 7.561,
    "maximum_number_of_pins_on_one_net_before_global_route_repair": 11,
    "grt_antenna_before_repair": 0,
    "grt.overflow.total": 0,
    "grt_pass1_wl_um": 3974,
    "number_of_global_route_vias_before_repair": 689
  },
  "finish": {
    "final_layout_size_suffix_gt1_share_pct": 52.24,
    "layout_top_cells_excl_fill_tap": "64 x sky130_fd_sc_hd__dlygate4sd2_1, 32 x sky130_fd_sc_hd__mux2_4, 23 x sky130_fd_sc_hd__buf_6",
    "clkbuf_count": 0,
    "final_util_pct": 41.84,
    "final_common_cell": "sky130_fd_sc_hd__dlygate4sd2_1",
    "area_growth_syn_to_layout_pct": 179.3,
    "layout.cell_area.non_filler_mm2": 0.001520,
    "final-comb-area_um2": 480.5,
    "area.sequential_um2": 0,
    "fillers": 363,
    "ff_count": 0
  },
  "setup_path": {
    "cell_occurring_most_often_along_the_worst_timing_path": "sky130_fd_sc_hd__buf_12",
    "worst-setup-path-type": "in2out",
    "max_stage_delay_ps": 300,
    "critPathRequiredTime_ps": 800,
    "crit_slowest_cell": "sky130_fd_sc_hd__mux2_4",
    "path_max_fanout": 10,
    "cp_cell_sequence": "buf_12, buf_12, mux2_4, buf_6",
    "startpoint_type": "primary input",
    "crit_arrival_ps": 880,
    "cp-end-kind": "primary output"
  },
  "power": {
    "seq_power_share_pct": 0,
    "cellInternalPower_mw": 0.4617,
    "total_switching_power_mw": 0.1342,
    "switching_fraction_pct": 22.52,
    "pwr-share-comb_pct": 100.0,
    "irDropWorstVdd_v": 0.0001353,
    "power.total_mw": 0.5958,
    "power.leakage_nw": 0.8291,
    "total_power_per_unit_cell_area_mw_per_mm2": 391.9,
    "share_clk_of_total_power_pct": 0
  },
  "drt": {
    "detail_route.antenna_diodes": 0,
    "drtIter0Drc": 4,
    "num_vias": 668,
    "first_pass_iters": 3,
    "final_antenna_net_count": 0,
    "wire_per_inst_um": 15.29,
    "drc_errors": 0,
    "post_detailed_route_via_to_cell_ratio": 3.670,
    "detail_route.wirelength_um": 2783
  },
  "job": {
    "stage_log_warnings": 34,
    "max_cap_viol_count": 0
  },
  "clocking": {
    "post_cts_hold_buffer_count": 0
  }
}
logic make-up after synthesis:
| group | Yosys count | synth area share [%] |
|---|---|---|
| muxes | 32 | 86.90 |
| buffers and inverters | 4 | 13.10 |
repair_timing:
action	CTS	global route
buffers inserted	1	0
endpoints found under the setup margin	32	32
gates resized	185	5
cloned	1	0
routing by layer:
| metal | global-route usage (%) | up-vias | wire (um) |
|---|---|---|---|
| li1 | - | 333 | - |
| met1 | 9.483 | 285 | 1054 |
| met2 | 12.34 | 50 | 1358 |
| met3 | 3.563 | 0 | 370 |
| met4 | 0 | 0 | 0 |
| met5 | 0 | - | 0 |
power by group through the flow:
| stage | Combinational (mW) | Sequential (mW) | Clock [mW] |
|---|---|---|---|
| after CTS | 0.586 | 0 | 0 |
| after global routing | 0.640 | 0 | 0 |
| final | 0.596 | 0 | 0 |
final timing paths:
path | start | end | slack, ps | cells past startpoint
max | AluSrcA | mux_out[17] | -80 | 4
min | PC[14] | mux_out[14] | 800 | 3
critical path: cells and delay by family:
kind                   cells  cell delay [ps]
buffers and inverters      3              370
multiplexers               1              300
cell type report:
| cell class | count | area share (%) |
|---|---|---|
| repair buffers | 102 | 64.44 |
| multi-input cells | 32 | 31.60 |
| well taps | 48 | 3.951 |
through the flow:
step                      worst slack [ps]  instances
after global routing                -103.3        182
after detailed placement            -530.2        180
after floorplan                      66.90         36
after global placement              -526.5        180
final                               -82.19        182
after CTS                           -82.07        182
synthesized netlist by cell type:
master | count | area share [%]
sky130_fd_sc_hd__mux2_4 | 30 | 83
sky130_fd_sc_hd__buf_6 | 1 | 2.1
sky130_fd_sc_hd__buf_12 | 3 | 11
sky130_fd_sc_hd__mux2_2 | 2 | 4.1
Power and IR drop assume default switching activity.
