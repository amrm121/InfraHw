===== flow/run.sh =====
#!/bin/bash
# OpenROAD 26Q1-2900-gdf79404cd8, Yosys 0.63+post, stock flow scripts
make -C /OpenROAD-flow-scripts/flow DESIGN_CONFIG=/design/flow/config.mk WORK_HOME=/design/flow/orfs finish

===== flow/config.mk =====
export PLATFORM = sky130hd
export DESIGN_NAME = AluBMux
export DESIGN_NICKNAME = AluBMux
export VERILOG_FILES = /design/flow/design.v
export SDC_FILE = /design/flow/constraint.sdc
export NUM_CORES = 4
export LEC_CHECK = 1
export CORE_AREA = 10 10 70 70
export DIE_AREA = 0 0 80 80

===== flow/constraint.sdc =====
current_design AluBMux

set clk_period 4.5
set clk_io_pct 0.2

create_clock -name clk0 -period $clk_period

set non_clock_inputs [all_inputs -no_clocks]
set_input_delay [expr $clk_period * $clk_io_pct] -clock clk0 $non_clock_inputs
set_output_delay [expr $clk_period * $clk_io_pct] -clock clk0 [all_outputs]

===== flow/design.v =====
module AluBMux(AluSrcB, B, SignE, SL2, mux_out);
input logic [1:0] AluSrcB;
input logic [31:0] B, SignE, SL2;
output logic [31:0] mux_out;
always @ (AluSrcB) begin
case(AluSrcB)
2'b00:mux_out <= B;
2'b01:mux_out <= 32'd4;
2'b10:mux_out <= SignE;
2'b11:mux_out <= SL2;
endcase
end
endmodule

==> summary.txt <==
run metrics: status finished clean, yosys stat area 790.8 sq um, period utilization 75.10%, max cap viols 0, drt total wl ~4500 um, fillers 291, WL per Instance 18.33 um, worst hold slack 2668 ps, most frequent cells in the layout clkdlybuf4s50_1 (129), mux2i_1 (31), o2bb2ai_1 (21), die y size 80 um, most frequent logic cell in the layout clkdlybuf4s50_1, largest net degree at the start of global routing 33, Routability Congestion between 0.8 and 0.9, unrepaired setup endpoints after global routing false, Antenna Nets Post-Route 0, Post-synth seq share 0%, worst hold stages 4, I/O pins 130, post-cts sizing count 0, die width 80 um, fp_density a little under a quarter, Synth cell types 10, Die Size 0.006400 sq mm, setup bufs post-CTS 0, P&R area growth vs syn 159.5%, min-delay src AluSrcB[1], Final Hold Viols 0, Pre-antenna DRT Iters 3, FP Rows 21, ratio of cells with drive above 1 in the final layout under 10%, Post-Syn Area 790.8 sq um, Yosys warning total 1, fmax 295.9 MHz, WS Path Type primary input to output pin, CP endpoint kind output pin, synthesized area per cell 10.14 sq um, Pleak between 0.0007 and 0.0008 uW, Post-DP HPWL 3867 um, Worst-Margin Slew 527.0 ps, Max Slew Vio Count 0, Hold EP mux_out[2], Critical Path Source Type primary input, via count 1,118, Crit path arrival time 2480 ps, Log Warnings 33, Fin Setup TNS 0 ps, Total GRT Usage 12.56%, core area 0.003416 sq mm, synthesized instance count around 78, Iter 0 DRT Violations 50, initial antenna violation count 0, CTS Hold Bufs 0, final core occ 60.07%, crit path time final around 3400 ps, Antenna diodes 0, Crit Path Max Fanout 32, Total Power about 190 uW, Rel. slew slack 64.87%, Pwr per Cell Area 92.29 mW/mm^2, clock buffers 0, Req. time, crit path about 3600 ps, register area 0 sq um, yosys stat cell total 78, GR Overflow Total 0, # DRC 0, PortBufs 130, number of global-route vias before repair 1,155, Vias/cell 4.582, VDD IR max 0.06604 mV, final setup vio count 0, first-pass GRT wire length 6368 um, Hold Path Class primary input to output pin, flop count 0
[report_power, final]
part	internal (uW)	switching, uW
Clock	0	0
Combinational	141	48.3
Sequential	0	0
[logic make-up after synthesis]
logic type / Yosys count / synth area share [%]
compound gates: 32 / 44.14
buf+inv: 13 / 14.08
mux: 32 / 40.66
simple gates: 1 / 1.108
[worst max-delay path, cell delays in order]
cell	delay [ps]
clkdlybuf4s50_1	480
and2_4	420
o2bb2ai_1	170
clkdlybuf4s50_1	500
[Yosys cell counts]
master,instances,area share [%]
a2bb2oi_2,1,1.9
and2_4,1,1.1
buf_2,2,1.3
buf_6,8,11
clkbuf_1,2,0.95
inv_1,1,0.47
mux2_2,1,1.4
mux2i_1,31,39
o2bb2ai_1,21,23
o2bb2ai_2,10,19
[routing by layer]
layer  part of all wire [%]  track usage [%]
met5                      0                0
met4                      0                0
met2                     51            22.47
met1                     35            13.05
met3                     14            7.500
[stage by stage]
| stage | instances | cell area, sq um | worst slack, ps |
|---|---|---|---|
| floorplan | 78 | 790.8 | 2083 |
| global placement | 244 | 2052 | 1125 |
| detailed placement | 244 | 2052 | 1103 |
| CTS | 244 | 2052 | 1097 |
| global route | 244 | 2052 | 1016 |
| finish | 244 | 2052 | 1120 |
[how the worst max path moves through the flow]
stage	start	endpoint	slack, ps	cells after the start
finish	AluSrcB[0]	mux_out[27]	1120	4
CTS	AluSrcB[0]	mux_out[30]	1100	4
global route	AluSrcB[0]	mux_out[25]	1020	4
[layout make-up]
class | instances | area (sq um) | area share [%]
Timing Repair Buffer | 132 | 1311 | 63.90
Multi-Input combinational cell | 65 | 679.4 | 33.11
Tap cell | 46 | 57.56 | 2.805
Inverter | 1 | 3.754 | 0.1829
Power and IR drop assume default switching activity.
